`/design/flow/run.sh`:
```
#!/bin/bash
# OpenROAD 26Q1-2900-gdf79404cd8, Yosys 0.63+post, stock flow scripts
make -C /OpenROAD-flow-scripts/flow DESIGN_CONFIG=/design/flow/config.mk WORK_HOME=/design/flow/orfs finish
```
`/design/flow/config.mk`:
```
export PLATFORM = sky130hd
export DESIGN_NAME = rle
export DESIGN_NICKNAME = rle
export VERILOG_FILES = /design/flow/design.v
export SDC_FILE = /design/flow/constraint.sdc
export NUM_CORES = 4
export LEC_CHECK = 1
export CORE_UTILIZATION = 50
```
`/design/flow/constraint.sdc`:
```
current_design rle

set clk_period 5.7
set clk_io_pct 0.2

create_clock -name clk0 -period $clk_period [get_ports {clk}]

set non_clock_inputs [all_inputs -no_clocks]
set_input_delay [expr $clk_period * $clk_io_pct] -clock clk0 $non_clock_inputs
set_output_delay [expr $clk_period * $clk_io_pct] -clock clk0 [all_outputs]
```
`/design/flow/design.v`:
```
module rle (
	clk, 		
	nreset, 	
	start,
	message_addr,	
	message_size, 	
	rle_addr, 	
	rle_size, 	
	done, 		
	port_A_clk,
    port_A_data_in,
    port_A_data_out,
    port_A_addr,
    port_A_we
	);
input	clk;
input	nreset;
input	start;
input 	[31:0] message_addr;
input	[31:0] message_size;
input	[31:0] rle_addr;
input   [31:0] port_A_data_out;
output  [31:0] port_A_data_in;
output  [15:0] port_A_addr;
output  port_A_clk;
output  port_A_we;
output	[31:0] rle_size;
output	done;  
reg [1:0] STATE;
parameter [1:0] s_finish = 0,
				s_read = 1,
				s_compress = 2,
				s_write = 3;
reg [15:0] read_offset;  
reg [15:0] write_offset;  
reg [31:0] to_ram;   
reg [7:0] current_total;  
reg [7:0] current_value;  
reg first;  
reg empty;  
reg write_complete;
reg [1:0] read_count;  
wire message_complete;  
reg ready;  
reg delay;  
reg [7:0] curr_char;  
reg [7:0] char3, char2, char1, char0;  
reg [31:0] rle_size;  
reg which;  
reg done;
assign port_A_clk = clk;  
assign port_A_we = (STATE==s_write)?1:0;  
assign port_A_addr = (STATE==s_write)?(rle_addr + write_offset):(message_addr + read_offset);  
assign port_A_data_in = to_ram;  
assign message_complete = (read_offset >= message_size);  
always @ (posedge clk)
begin
	if(!nreset | start)
		begin
			STATE <= s_read;
			read_offset <= 0;
			write_offset <= 0;
			first <= 1;
			current_value <= 0;
			current_total <= 0;
			empty <= 1;
			to_ram <= 0;
			read_count <= 0;
			ready <= 0;
			write_complete <= 0;
			rle_size <= 0;
			delay <= 0;
			{char3, char2, char1, char0} <= 0;
			which <= 0;
			done <= 0;
		end
	else
		begin
			case(STATE)
				s_read:
					begin
						read_offset <= read_offset + 4;
						{char3, char2, char1, char0} <= port_A_data_out;
						empty <= 0;
						if(!ready)
							STATE <= s_compress;
						else
							STATE <= s_write;
					end
				s_compress:
					begin
						if(first)
							begin
								current_value <= char0;
								current_total <= 1;
								read_count <= 1;
								first <= 0;
							end
						else
							begin
								if(!delay)
									begin
										delay <= 1;
										case(read_count)
											0:
												begin
													curr_char <= char0;
												end
											1:
												begin
													curr_char <= char1;
												end
											2:
												begin
													curr_char <= char2;
												end
											3:
												begin
													curr_char <= char3;
												end
										endcase
										if((curr_char == 0) & (message_complete) & (read_count == 0) & which == 1)
											begin
												STATE <= s_write;
											end
									end
								else
									begin
										delay <= 0;
										if(curr_char == current_value)
											begin
												current_total <= current_total + 1;
											end
										else if(curr_char != current_value)
											begin
												current_value <= curr_char;
												current_total <= 1;
												if(!which)
													begin
														to_ram[15:0] <= {current_value, current_total};
														which <= 1;
													end
												else 
													begin
														to_ram[31:16] <= {current_value, current_total};
														ready <= 1;
														STATE <= s_write;
													end
												rle_size <= rle_size + 2;
											end
											if(read_count < 3)
												begin
													read_count <= read_count + 1;
												end
											else
												begin
													empty <= 1;
													read_count <= 0;
													if(!message_complete)
														begin
															STATE <= s_read;
														end
												end
									end
							end
					end
				s_write:
					begin
						write_offset <= write_offset + 4;
						to_ram <= 0;
						ready <= 0;
						which <= 0;
						if(message_complete & empty)
							begin
								STATE <= s_finish;
							end
						else if (empty)
							begin
								STATE <= s_read;
							end
						else
							begin
								STATE <= s_compress;
							end
					end
				s_finish:
					begin
						done <= 1;
					end
			endcase
		end
end
endmodule
```
==> ci_impl_report.md <==
## Synthesis and layout report

| Metric | Value |
|---|---|
| Final hold vios | 0 |
| Top cells by count, synth | nor2_1, dfxtp_1, mux2i_1 |
| Final Worst Setup Slack | about 0.6 ns |
| Synth area leader | dfxtp_1 |
| WHS Path Cells | 2 |
| CP Launch Type | input port |
| XOR Share, Synth | 0.08615 |
| Slowest stage cell, crit path | clkdlybuf4s50_1 |
| Post-synthesis cell type count | between 70 and 80 |
| Sw power | about 550 uW |
| Die height | around 130 um |
| Routed WL | 20450 um |
| Reg2Reg Setup Slack | roughly 3.1 ns |
| Vias in the first global route | between 6000 and 7000 |
| Cell internal pwr | between 2 and 2.5 mW |
| VDD IR-drop max | around 0.00030 V |
| DP Worst Slack | 0.6213 ns |
| Tally of filler cells in the layout | approximately 1300 |
| Post-synth mux share | 0.06960 |
| Reg clk slew, reported paths | 0.06 ns |
| Tool Warnings | around 63 |
| CTS tree | built |
| Fin crit period | 5.115 ns |
| Crit path required time | approximately 4.6 ns |
| Hold-fix buffers at CTS | 0 |
| Ys cells | ~950 |
| Rows | around 47 |
| Ys Warns | 1 |
| Reg2Reg Launch Point | read_offset[11]$_SDFFE_PP0P_ |
| Min-Delay Endpoint | done$_SDFFE_PP0P_ |
| Stages on worst setup path | 8 |
| DR vias | between 7000 and 8000 |
| PortBufs | between 150 and 200 |
| # Max-Cap Violations | 0 |
| Pwr/cell area | 236.3 nW/um^2 |
| FMAX | around 0.20 GHz |
| Tightest Pin Transition | approximately 0.8 ns |
| Pwr Total | roughly 2.6 mW |
| Switch share | 0.2102 |
| Setup TNS | 0 ns |
| Slew headroom | 0.4728 |
| Combinational share of power | 0.080 |
| RSZ-0062 raised after global routing | false |
| Simple-gate share of the synthesized area | 0.1830 |
| Critical Path AT | between 3 and 4 ns |
| Share of cells above drive strength 1 | 0.05773 |
| Seq pwr share | 0.437 |
| Biggest area cells | dfxtp_1, ha_1, nor2_1, mux2i_1, xor2_1 |
| Critical path class | in2out |
| Max incr delay on CP | 0.49 ns |
| Layout area overhead | 30.39% |
| Dominant cell area share | 0.3540 |
| Routed Antenna Nets | 0 |
| # diodes | 0 |
| Comb area leader | simple AND/OR/NAND/NOR gates |
| Largest net degree at the start of global routing | 63 |
| DRC | 0 |
| Worst-path cell chain | clkdlybuf4s50_1, ha_1, a211o_1, a2111oi_4, o21ai_1, a311oi_1, o22a_1, clkdlybuf4s50_1 |
| Starting Density | 0.5131 |
| Status | completed |
| Cycle use final | 0.8973 |
| Worst Setup End Kind | output port |
| Slew Viols, Final | 0 |
| PostCTS Resize Cnt | 0 |
| Sequential share of the synthesized area | 0.3821 |
| Core box area | ~17000 um^2 |
| IO Pins | 214 |
| Synthesized instance count | between 900 and 1000 |
| Avg WL per Cell | around 15 um |
| Syn Area/Cell | ~9 um^2 |
| Reg-to-reg endpoint | STATE[0]$_DFF_P_ |
| Syn Std Cell Area | roughly 8500 um^2 |
| Die X | 132.7 um |
| CP Buf/Inv Count | 2 |
| Die Area | around 18000 um^2 |
| Leakage power | 4.377 nW |
| FFs w/ async S/R, synth | 0 |
| Most common reg cell | dfxtp_1 |
| Worst Clk Skew | between 0.005 and 0.006 ns |
| CP max FO | 3 |
| First-pass GRT wire length | 33080 um |
| Final GP Congestion | 0.9019 |
| Post-CTS setup buffers | 0 |
| Hpwl dp | 14910 um |
| Hold_sp | STATE[1]$_DFF_P_ |
| Fa+ha+maj area frac | 0.07648 |
| Grt ovf | 0 |
| Via-to-Cell Ratio | roughly 5.4 |
| Final setup fails | 0 |
| R2R cell count | 7 |
| Yosys Chip Area | approximately 8500 um^2 |
| Initial antenna violation count | 0 |
| Aoi share | 0.1572 |
| Type of the worst min-delay path | reg2reg |
| Latency at later pin | approximately 0.53 ns |
| Cell mode on critical path | clkdlybuf4s50_1 |
| Clock power frac | 0.483 |
| TritonRoute pass-1 iters | 5 |
| Gr usage total | 0.2406 |
| Top-count cell post-synth | nor2_1 |
| Min Hold Slack | approximately 0.48 ns |
| Top cell family by delay on the critical path | AND-OR/OR-AND gates |
| Post-synth EDFFs | 8 |
| Post-synth regs | 159 |
| Initial DRC count | 377 |
## state kept, by name, indices dropped and copies added, names as in the netlist, 2 cells and up
register,cells
to_ram,32
char1,8
char0,8
read_count,2
current_value,8
char3,8
read_offset,14
STATE,4
current_total,8
curr_char,8
rle_size,31
char2,8
write_offset,14
## through the flow
stage / area (um^2) / std cells / utilization
floorplan: 8539 / 948 / -
finish: 11130 / 1346 / 0.6690
detailed placement: 10450 / 1311 / 0.6280
CTS: 11130 / 1346 / 0.6690
global route: 11130 / 1346 / 0.6690
global placement: 10450 / 1311 / 0.6280
## layout make-up
| type | instances | area, um^2 | share of cell area |
|---|---|---|---|
| tap | 220 | 275.3 | 0.02472 |
| multi-input combinational | 700 | 4900 | 0.4401 |
| clock buffer | 26 | 559.3 | 0.05023 |
| inverter | 48 | 180.2 | 0.01618 |
| timing repair buffer | 183 | 1822 | 0.1636 |
| sequential | 159 | 3264 | 0.2932 |
| clock inverter | 10 | 133.9 | 0.01202 |
## cells by family after synthesis
logic type                 after synthesis
adders and majority gates               51
and+or+nand+nor                        322
muxes                                   59
buffers and inverters                   89
DFF                                    159
AOI/OAI and AO/OA                      183
other                                    1
xor gates and xnor gates                84
## per-layer routing
metal  vias up  share of wire  routed length (um)  global-route usage
met1      3324           0.51               10380              0.3934
met5         -              0                   0                   0
met2       182           0.43                8763              0.3518
met3        19          0.049                1004             0.03906
li1       3717              -                   -                   -
met4         0          0.014                 292             0.03512
## power by group through the flow
| stage | Combinational, mW | Sequential, mW | Clock [mW] |
|---|---|---|---|
| final | 0.211 | 1.15 | 1.27 |
| after global routing | 0.232 | 1.15 | 1.34 |
| after CTS | 0.212 | 1.15 | 1.29 |
## layout by cell type, fill, tap and decap left out, types with 4 or more instances in the layout
| master | Yosys | final |
|---|---|---|
| nand2b_1 | 5 | 4 |
| o21ai_0 | 31 | 31 |
| xnor2_1 | 40 | 40 |
| or3_1 | 10 | 10 |
| nor2_1 | 156 | 156 |
| nand3_1 | 27 | 27 |
| a22oi_1 | 35 | 35 |
| clkdlybuf4s50_1 | 0 | 180 |
| dfxtp_1 | 151 | 150 |
| a211oi_1 | 13 | 13 |
| and3_1 | 15 | 15 |
| inv_1 | 48 | 48 |
| ha_1 | 49 | 49 |
| o21a_1 | 10 | 10 |
| mux2i_1 | 56 | 56 |
| edfxtp_1 | 8 | 8 |
| nor4_1 | 5 | 5 |
| a211o_1 | 4 | 4 |
| xor2_1 | 44 | 44 |
| nand4_1 | 17 | 17 |
| and4_1 | 7 | 7 |
| nor2b_1 | 4 | 4 |
| a21oi_1 | 32 | 32 |
| buf_4 | 3 | 4 |
| nand2_1 | 41 | 41 |
| o2111ai_1 | 4 | 4 |
| a222oi_1 | 8 | 8 |
| a21o_1 | 11 | 11 |
| clkbuf_16 | 0 | 20 |
| nor3_1 | 13 | 13 |
## how the worst max path moves through the flow
stage	start	endpoint	slack, ns
4_1_cts	rle_addr[3]	port_A_addr[15]	0.58
5_1_grt	message_addr[3]	port_A_addr[15]	0.43
6_report	rle_addr[3]	port_A_addr[15]	0.59
## tightest hold or removal path: cells and delay by family (launching register included)
| family | cells | cell delay, ns |
|---|---|---|
| DFF | 1 | 0.31 |
| and+or+nand+nor | 2 | 0.12 |
No activity file was given, so power comes from the tool's default toggle rates.
